==> design/flow/run.sh <==
#!/bin/bash
# OpenROAD 26Q1-2900-gdf79404cd8, Yosys 0.63+post, stock flow scripts
make -C /OpenROAD-flow-scripts/flow DESIGN_CONFIG=/design/flow/config.mk WORK_HOME=/design/flow/orfs finish
==> design/flow/constraint.sdc <==
current_design ppi

set clk_period 4.5
set clk_io_pct 0.2

create_clock -name clk0 -period $clk_period [get_ports {rdb}]
create_clock -name clk1 -period $clk_period [get_ports {wrb}]

set non_clock_inputs [all_inputs -no_clocks]
set_input_delay [expr $clk_period * $clk_io_pct] -clock clk0 $non_clock_inputs
set_output_delay [expr $clk_period * $clk_io_pct] -clock clk0 [all_outputs]
==> design/flow/design.v <==
module ppi (wrb, rdb, cs, reset, a0, a1, data, portA, portB, portC);
input wrb, rdb, cs, reset, a0, a1;
inout [7:0] data, portA, portB, portC;
reg [7:0] cwr;
wire [1:0] address;
assign address = {a1,a0};
wire int_reset;
assign int_reset = reset | ~cwr[7] | (~wrb & (address == 2'b11));
reg [7:0] latch_data, latch_portA, latch_portB, latch_portC;
reg [7:0] out_data, out_portA, out_portB, out_portC;
assign data = out_data;
assign portA = out_portA;
assign portB = out_portB;
assign portC = out_portC;
reg enable_portA, enable_portB, enable_upper_portC, enable_lower_portC;
reg groupA_mode0, groupB_mode0;
always @(posedge reset or negedge wrb)
begin
if (reset)
begin
cwr <= 8'b10011011;
end
else 
begin
if (address == 2'b11)
cwr <= data;
end
end
always @ (posedge int_reset or negedge wrb)
begin
if (int_reset)
latch_data <= 8'h00;
else
latch_data <= data;
end
always @(posedge int_reset or negedge rdb)
begin
if (int_reset)
begin
latch_portA <= 8'h00;
latch_portB <= 8'h00;
latch_portC <= 8'h00;
end
else
begin
latch_portA <= portA;
latch_portB <= portB;
latch_portC <= portC;
end
end
always @(int_reset or cwr)
begin
if (int_reset)
begin
enable_portA = 0;
enable_portB = 0;
enable_upper_portC = 0;
enable_lower_portC = 0;
end
else
begin
if (cwr[7]==1)
begin
if (cwr[6:5]==2'b00)
begin
groupA_mode0 = 1;
if (~cwr[4])
enable_portA = 1;
else enable_portA = 0;
if (~cwr[3])
enable_upper_portC = 1;
else enable_upper_portC = 0;
end
if (cwr[2]==0)
begin
groupB_mode0 = 1;
if (~cwr[1])
enable_portB = 1;
else enable_portB = 0;
if (~cwr[0])
enable_lower_portC = 1;
else enable_lower_portC = 0;
end
end
end
end
always @(int_reset or rdb or cwr or address
or latch_portA or enable_portA or groupA_mode0 or
latch_portB or enable_portB or groupB_mode0 or
latch_portC or enable_upper_portC or enable_lower_portC)
begin
if (int_reset)
out_data = 8'hzz;
else if (~rdb & groupA_mode0 & ~enable_portA & (address==2'b00))
out_data = latch_portA;
else if (~rdb & groupB_mode0 & ~enable_portB & (address==2'b01))
out_data = latch_portB;
else if (~rdb & groupA_mode0 & groupB_mode0 & ~enable_upper_portC & 
~enable_lower_portC & (address==2'b10))
out_data = latch_portC;
else if (~rdb & groupA_mode0 & ~enable_upper_portC & (address==2'b10))
out_data = {latch_portC[7:4],4'hz};
else if (~rdb & groupB_mode0 & ~enable_lower_portC & (address==2'b10))
out_data = {4'hz,latch_portC[3:0]};
else out_data = 8'hzz;
end
always @ (int_reset or wrb or address or cwr or
latch_data or enable_portA or enable_portB or enable_upper_portC 
or enable_lower_portC or groupA_mode0 or groupB_mode0)
begin
if (int_reset)
begin
if (~cwr[7])
out_portC[cwr[3:1]] <= cwr[0];
else
begin
out_portA <= 8'hzz;
out_portB <= 8'hzz;
out_portC <= 8'hzz;
end
end
else if (~wrb & groupA_mode0 & enable_portA & (address == 2'b00))
out_portA <=latch_data;
else if (~wrb & groupB_mode0 & enable_portB & (address == 2'b01))
out_portB<= latch_data;
else if (~wrb & groupA_mode0 & groupB_mode0 & 
enable_upper_portC & enable_lower_portC & (address == 2'b10))
out_portC<= latch_data;
else if (~wrb & groupA_mode0 & enable_upper_portC & (address == 2'b10))
out_portC<= {latch_data[7:4],4'hz};
else if (~wrb & groupB_mode0 & enable_lower_portC & (address == 2'b10))
out_portC<= {4'hz, latch_data[3:0]};
else
begin
out_portA <= 8'hzz;
out_portB <= 8'hzz;
out_portC <= 8'hzz;
end
end
endmodule
module ppi_testbench1();
wire[7:0] pA, pB, pC, D;
wire a1,a0;
reg rdb, wrb, rst, cs;
reg [7:0] drive_pA, drive_pB, drive_pC, drive_D, temp_D;
parameter cycle = 50;
assign pA = drive_pA;
assign pB = drive_pB;
assign pC = drive_pC;
assign D = drive_D;
reg [1:0] address;
assign a1 = address [1];
assign a0 = address [0];
initial
begin
     drive_pA = 8'hzz;
     drive_pB = 8'hzz;
     drive_pC = 8'hzz;
     rdb = 1;
     wrb = 1;
     cs=0;
     address = 0;
     drive_D = 8'hzz;
     rst = 0;
     #cycle;
$monitor("portC - %b", pC);
     task_reset;
     temp_D = 8'b10011011;
     CWR_write(temp_D);
     drive_D = 8'hzz;
     address = 0;
     drive_pA = 8'ha5;
     read_port;
     drive_pA = 8'hzz;
     address = 1;
     drive_pB = 8'h35;
     read_port;
     drive_pB = 8'hzz;
     address = 2;
     drive_pC = 8'h98;
     read_port;
     drive_pC = 8'hzz;
    temp_D = 8'b10001011;
    CWR_write(temp_D);
    drive_D = 8'hzz;
    address = 0;
    drive_D = 8'hbc;
    write_port;
    drive_D = 8'hzz;
    temp_D = 8'b10001001;
    CWR_write(temp_D);
    drive_D = 8'hzz;
    address = 1;
    drive_D = 8'h67;
    write_port;
    drive_D = 8'hzz;
    temp_D = 8'b10000000;
    CWR_write(temp_D);
    drive_D = 8'hzz;
    address = 2;
    drive_D = 8'h32;
    write_port;
    drive_D = 8'hzz;
    temp_D = 8'b00000010;
    CWR_write(temp_D);
end
task write_port;
begin
     wrb = 1;
     rdb = 1;
     #cycle;
     wrb = 0;
     #cycle;
     wrb = 1;
     #cycle;
end
endtask
task read_port;
begin
     wrb = 1;
     rdb = 1;
     #cycle;
     rdb = 0;
     #cycle;
     rdb = 1;
     #cycle;
end
endtask
task CWR_write;
input [7:0] temp_D;
begin
     rst = 0;
     address = 2'b11;
     rdb = 1;
     wrb = 1;
     #cycle;
     drive_D = temp_D;
     wrb = 0;
     #cycle;
     wrb = 1;
     #cycle;
end
endtask
task task_reset;
begin
     rst = 0;
     #cycle;
     rst = 1;
     #cycle;
     rst = 0;
     #cycle;
end
endtask
ppi ppi_instance (.portA(pA), .portB(pB),
.portC(pC), .rdb(rdb),
.wrb(wrb), .a1(a1), .a0(a0),
.reset(rst),
.data(D), .cs(cs));
endmodule
==> design/flow/config.mk <==
export PLATFORM = sky130hd
export DESIGN_NAME = ppi
export DESIGN_NICKNAME = ppi
export VERILOG_FILES = /design/flow/design.v
export SDC_FILE = /design/flow/constraint.sdc
export NUM_CORES = 4
export LEC_CHECK = 1
export CORE_UTILIZATION = 50
==> run summary <==
EDFF count, synth: 0
Yosys cell count: 170
Synth Register Bits: 68
Yosys top cell by area: dfrtn_1
Avg Inst Size Synth: 12.4 um2
Buffers on Ports: 3
Fp_density: 0.521
Stop Error: [ERROR DPL-0036] Detailed placement failed.
Detailed Place HPWL: 3.04 mm
Status: did not finish
Die H: 66.8 um
Cell Rows: 23
Io pins: 38
Placed Cells: 236
Dpl cell area: 0.00234 mm2
Cells after Synth: 170
Warnings, synthesis: 27
RePlAce Congestion: 0.851
Top FF cell, synth: dfrtn_1
YS chip area: 0.00210 mm2
Area contributors post-synth: dfrtn_1, dlxtn_1, dfstp_2
Die width: 66.8 um
Synth Cell Area: 0.00210 mm2
Synth top area share: 0.417
Unique cell types: 36
Fraction of registers with async set/reset: 0.588
Failing step: 4_1_cts
==> cell usage after synthesis (2+ instances only) <==
library cell	instances
clkbuf_1	4
a2bb2oi_1	4
nand2_1	12
o21ai_0	13
and3b_1	6
o211ai_1	4
mux2_2	5
a21o_1	8
and3_1	2
dfrtn_1	35
inv_1	3
dlxtn_1	28
nor2_1	10
nor3b_1	3
a22oi_1	4
dfstp_2	5
nor4b_2	2
and2_1	4
==> per-stage QoR <==
| step | power, mW | worst slack (ns) | hold WS, ns |
|---|---|---|---|
| detailed placement | 0.566 | -0.359 | -0.812 |
| global placement | 0.565 | -0.361 | -0.814 |
| floorplan | 0.788 | -0.433 | -1.30 |
==> cell families after synthesis <==
group | after synthesis | synth area share
latches | 28 | 0.200
and+or+nand+nor | 49 | 0.147
muxes | 6 | 0.0316
DFF | 40 | 0.479
buffers and inverters | 11 | 0.0256
AOI/OAI and AO/OA | 36 | 0.117
No activity file was given, so power comes from the tool's default toggle rates.
